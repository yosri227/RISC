**run.sh**
```bash
#!/bin/bash
# OpenROAD 26Q1-2900-gdf79404cd8, Yosys 0.63+post, stock flow scripts
make -C /OpenROAD-flow-scripts/flow DESIGN_CONFIG=/design/flow/config.mk WORK_HOME=/design/flow/orfs finish
```
**config.mk**
```make
export PLATFORM = sky130hd
export DESIGN_NAME = counter
export DESIGN_NICKNAME = counter
export VERILOG_FILES = /design/flow/design.v
export SDC_FILE = /design/flow/constraint.sdc
export NUM_CORES = 4
export LEC_CHECK = 1
export CORE_AREA = 10 10 70 70
export DIE_AREA = 0 0 80 80
```
**constraint.sdc**
```tcl
current_design counter

set clk_period 1.8
set clk_io_pct 0.2

create_clock -name clk0 -period $clk_period [get_ports {clk}]

set non_clock_inputs [all_inputs -no_clocks]
set_input_delay [expr $clk_period * $clk_io_pct] -clock clk0 $non_clock_inputs
set_output_delay [expr $clk_period * $clk_io_pct] -clock clk0 [all_outputs]
```
**design.v**
```verilog
module counter
#(
  parameter integer WIDTH=3
 )
 (
  input  wire clk  ,
  input  wire rst  ,
  input  wire load ,
  input  wire enab ,
  input  wire [WIDTH-1:0] cnt_in ,
  output reg  [WIDTH-1:0] cnt_out 
 );
  reg [WIDTH-1:0] cnt_tmp;
  always @*
    if ( rst  ) cnt_tmp = 0; else
    if ( load ) cnt_tmp = cnt_in; else
    if ( enab ) cnt_tmp = cnt_out + 1; else
                cnt_tmp = cnt_out;
  always @(posedge clk)
    cnt_out <= cnt_tmp;
endmodule
```
==> ci_impl_report.md <==
## Synthesis and layout report

| Metric | Value |
|---|---|
| Setup total negative slack | 0 ns |
| Routed met3 length | 188 um |
| Highest Clock Rate | 0.687 GHz |
| Maximum level of the CTS H-tree | 1 |
| Yosys stat chip area | 159 sq um |
| Worst hold path class | flip-flop to flip-flop |
| Clk latency of the worst-skew pair | 0.23 ns |
| Run status | finished clean |
| Power density relative to cell area | 726 nW/um^2 |
| Diodes inserted | 0 |
| Most numerous logic cells after layout | 9 x clkdlybuf4s50_1, 3 x a211oi_1, 3 x clkbuf_4, 3 x dfxtp_1 |
| DP Worst Slack | 0.331 ns |
| Worst Path Buf+Inv | 1 |
| Cell type with the highest aggregate area in the netlist | dfxtp_1 |
| Biggest regs | cnt_out x3 |
| Sort of element at the end of the critical path | primary output |
| Final hold violation count | 0 |
| Final hold slack | 0.596 ns |
| Yosys Warn Count | 1 |
| PnR Total Power | 242 uW |
| Total number of warnings across the stage logs | 25 |
| Synth Instances | 15 |
| Critical path, cell by cell | clkdlybuf4s50_1 |
| Weighted congestion reported at the end of routability-driven placement | 0.765 |
| Wirelength, routed | 610 um |
| Final count of pins violating max slew | 0 |
| Family of cells with the greatest summed delay on the critical path | buffers and inverters |
| Cell total in the yosys stat output | 15 |
| Flip-flop and latch count after synthesis | 3 |
| Number of buffers inserted during clock tree synthesis | 3 |
| # Post-CTS Setup Buffers | 0 |
| Total congestion overflow | 0 |
| Register clock-pin slew on the reported worst setup and hold paths | 0.04 ns |
| TritonCTS clock tree | yes |
| Number of top-level design ports | 10 |
| Combined area of all synthesized cells | 159 sq um |
| Floorplan die area | 6400 sq um |
| Startpoint type of the worst setup path | flip-flop |
| Max FFs per register | 3 |
| Part of the cycle the worst path needs | 80.8% |
| Post-synthesis average cell area | 10.6 sq um |
| # setup viols final | 0 |
| Data required time at the worst endpoint | 1.44 ns |
| Starting Density | 4.65% |
| Uppermost metal layer occupied by signal nets | met3 |
| Global router's overall resource usage | 2.18% |
| Slowest stage cell, crit path | clkdlybuf4s50_1 |
| Via count of the first global-routing pass | 196 |
| Sequential-to-total area share from yosys stat | 37.8% |
| First-pass GRT wire length | 986 um |
| Time the worst path needs with I/O delays and setup | 1.46 ns |
| Tightest Pin Transition | 0.288 ns |
| Avg Vias per Cell | 2.34 |
| Static power due to leakage | 0.118 nW |
| Share of the core filled with cells in the final layout | 9.74% |
| Reg with most FFs | cnt_out |
| Portion of synthesized cell area occupied by the leading cell type | 37.8% |
| Crit path setup slack, layout | 0.345 ns |
| Worst-case headroom to the max-slew limit | 80.7% |
| Maximum number of pins on one net before global-route repair | 7 |
| Synth-to-layout area growth | 109% |
| Site row count | 21 |
| Number of design-rule violations left by the first detailed-router iteration | 8 |
| Distinct lib cells used | 9 |
| Routed via count | 173 |
| Port buffer count | 9 |
| Placeable core area | 3420 sq um |
| Unrepaired setup endpoints after global routing | no |
| Top fanout value on the critical path | 3 |
| # Max-Cap Violations | 0 |
| Iteration count of the initial detailed-routing pass | 2 |
| Post-route met1 wirelength | 291 um |
| Die width | 80 um |
| Met2 wire length | 131 um |
| Height of the chip | 80 um |
| Number of nets with antenna violations after detailed routing | 0 |
| Final clock skew | 0.000466 ns |
| Clock tree root driver cell | clkbuf_4 |
| Max Buffers Root-to-Sink | 2 |
| Worst stage delay on the critical path | 0.50 ns |
| WL per Instance | 8.24 um |
| Antenna violations before repair | 0 |
| Crit Path Class | flip-flop to primary output |
| Synth area leaders | dfxtp_1 38%, a211oi_1 14%, a2111oi_2 9.4%, ha_1 7.9%, nor2b_1 7.9% |
| Count of clock tree sinks | 3 |
| VDD IR-drop max | 0.161 mV |
| Number of hold buffers added after CTS | 0 |
| Ratio of cells with drive above 1 in the final layout | 14.3% |
| Post-route DRC violation count | 0 |
| Arrival time at the worst endpoint | 1.10 ns |
| Cts repair resizes | 0 |
| Most frequent standard cell in the layout excluding fill and tap cells | clkdlybuf4s50_1 |
## worst min-delay path: cells and delay by family (launching register included)
kind | cells | cell delay [ns]
mux | 1 | 0.13
compound gates | 1 | 0.09
flops | 1 | 0.32
## report_power, final
group	total, mW	internal [mW]	switching, mW
Clock	0.119	0.0832	0.0361
Sequential	0.0774	0.0725	0.00490
Combinational	0.0450	0.0302	0.0149
## metal layers
| metal | global-route usage, % | vias to the layer above |
|---|---|---|
| met5 | 0 | - |
| met3 | 3.75 | 0 |
| li1 | - | 82 |
| met4 | 0.176 | 0 |
| met1 | 2.39 | 77 |
| met2 | 1.93 | 14 |
## final cells by class
| cell class | count | area [sq um] |
|---|---|---|
| clock buffer | 4 | 26.3 |
| fill | 400 | 3080 |
| inverter | 2 | 7.51 |
| multi-input combinational | 10 | 91.3 |
| sequential | 3 | 60.1 |
| tap | 46 | 57.6 |
| timing repair buffer | 9 | 90.1 |
## synth_stat cells
master	instances
a2111oi_2	1
a211oi_1	3
and4b_1	1
dfxtp_1	3
ha_1	1
inv_1	2
mux2i_1	1
nor2b_1	2
xnor2_1	1
## path summary, 6_finish.rpt
kind                   start          to  slack, ns  depth (start not counted)
setup / recovery  cnt_out[0]  cnt_out[0]       0.34                          1
hold / removal    cnt_out[1]  cnt_out[1]       0.60                          2
hold reg to reg   cnt_out[1]  cnt_out[1]       0.60                          2
setup reg to reg  cnt_out[0]  cnt_out[2]       0.74                          3
## cells by family after synthesis
kind of cell             after synthesis  share of synthesized area (%)
AND-OR/OR-AND                          4                           23.6
AND/OR/NAND/NOR                        3                           14.2
flip-flops                             3                           37.8
buffers and inverters                  2                           4.73
XOR/XNOR                               1                           5.51
multiplexers                           1                           6.30
adder cells (fa/ha/maj)                1                           7.87
## stage by stage
stage	cell area (sq um)	instances
global placement	307	70
finish	333	74
floorplan	159	15
detailed placement	307	70
CTS	333	74
global route	333	74
Power and IR drop assume default switching activity.
