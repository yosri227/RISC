`flow/config.mk`:
```
export PLATFORM = sky130hd
export DESIGN_NAME = alu
export DESIGN_NICKNAME = alu
export VERILOG_FILES = /design/flow/design.v
export SDC_FILE = /design/flow/constraint.sdc
export NUM_CORES = 4
export LEC_CHECK = 1
export CORE_AREA = 10 10 72 72
export DIE_AREA = 0 0 82 82
```
`flow/constraint.sdc`:
```
current_design alu

set clk_period 3.5
set clk_io_pct 0.2

create_clock -name clk0 -period $clk_period

set non_clock_inputs [all_inputs -no_clocks]
set_input_delay [expr $clk_period * $clk_io_pct] -clock clk0 $non_clock_inputs
set_output_delay [expr $clk_period * $clk_io_pct] -clock clk0 [all_outputs]
```
`flow/design.v`:
```
module alu
#(parameter WIDTH =8) 
(
 input      [WIDTH-1:0]      in_a ,
 input      [WIDTH-1:0]      in_b,
 input      [2:0]            opcode,
 output reg [WIDTH-1:0]      alu_out,
 output reg                  a_is_zero
);
always @ (*)
begin 
case (opcode)
3'b000:
       begin
       alu_out= in_a;
       end
3'b001:
       begin
       alu_out= in_a;
       end
3'b010:
       begin
       alu_out= in_a + in_b;
       end
3'b011:
       begin
       alu_out= in_a & in_b;
       end
3'b100:
       begin
       alu_out= in_a ^ in_b;
       end
3'b101:
       begin
       alu_out= in_b;
       end
3'b110:
       begin
       alu_out= in_a;
       end
3'b111:
       begin
       alu_out= in_a;
       end
default: begin
         alu_out= in_a;
         end                                                                                                        
endcase 
if (in_a==8'b0)
   a_is_zero=1'b1;
else 
   a_is_zero=1'b0;   
end  
endmodule 
```
`flow/run.sh`:
```
#!/bin/bash
# OpenROAD 26Q1-2900-gdf79404cd8, Yosys 0.63+post, stock flow scripts
make -C /OpenROAD-flow-scripts/flow DESIGN_CONFIG=/design/flow/config.mk WORK_HOME=/design/flow/orfs finish
```
==> results.sh <==
# flow metrics
export IMPL_viasPerCell=5.02
export IMPL_tightest_slew_ns=0.400
export IMPL_path_common_cell="clkdlybuf4s50_1"
export IMPL_antenna_found_initial=0
export IMPL_run_status="finished, final reports clean"
export IMPL_cp_required_ns=2.80
export IMPL_crit_buf_inv=2
export IMPL_max_slew_margin_rel_pct=73.4
export IMPL_clkbuf_count=0
export IMPL_ys_area_sq_um=830
export IMPL_setup_tns_final_ns=0
export IMPL_rows=22
export IMPL_grt_pass1_vias=933
export IMPL_syn_area_per_cell_sq_um=7.41
export IMPL_endpoint_kind="output port"
export IMPL_antennaDiodeCount=0
export IMPL_grt_overflow=0
export IMPL_netlist_instances=112
export IMPL_drive_above_1_share_pct=22.2
export IMPL_synth_warnings=1
export IMPL_p_leak_nw=0.602
export IMPL_critical_path_class="in -> out"
export IMPL_ir_drop_mv=0.0485
export IMPL_critPathMaxStageDelay_ns=0.52
export IMPL_cap_violations=0
export IMPL_num_vias=1034
export IMPL_setup_viol=0
export IMPL_crit_fanout=3
export IMPL_power_total_w=0.000186
export IMPL_ant_nets=0
export IMPL_post_drt_wl_per_cell_um=12.7
export IMPL_ios=28
export IMPL_ys_cells=112
export IMPL_syn2layout_area_growth_pct=64.3
export IMPL_synth_seq_share_pct=0
export IMPL_crit_start="in_b[1]"
export IMPL_fin_ws_ns=0.142
export IMPL_crit_family="buffers and inverters"
export IMPL_maxSlewViolCount=0
export IMPL_drt_pass1_iterations=4
export IMPL_dp_hpwl_um=2100
export IMPL_final_util_pct=36.9
export IMPL_grt_pass1_wl_um=4420
export IMPL_cp_cell_sequence="clkdlybuf4s50_1 > ha_1 > a211o_1 > a21oi_1 > mux2i_1 > nand2_1 > clkdlybuf4s50_1"
export IMPL_flops=0
export IMPL_fp_dieArea_sq_um=6720
export IMPL_finalHoldViolCount=0
export IMPL_finalCriticalPeriod_ns=3.36
export IMPL_drt_iter0_drc=93
export IMPL_fp_dieW_um=82
export IMPL_syn_area_sq_um=830
export IMPL_seq_area_sq_um=0
export IMPL_power_density_nw_per_um2=136
export IMPL_period_used_pct=96.0
export IMPL_hold_start="in_a[0]"
export IMPL_fin_area_sq_um=1360
export IMPL_max_freq_ghz=0.298
export IMPL_synth_cell_type_count=36
export IMPL_initCoreUtil_pct=22.5
export IMPL_die_h_um=82
export IMPL_hold_path_class="in -> out"
export IMPL_route_detailed_drc=0
export IMPL_crit_slowest_cell="clkdlybuf4s50_1"
export IMPL_arrival_ns=2.66
export IMPL_critPathLaunchType="input pin"
export IMPL_place_congestion=0.828
export IMPL_gr_usage_all_layers_pct=7.74
export IMPL_grt_max_degree=22
export IMPL_portBuffers=28
export IMPL_dp_slack_ns=-0.0747
export IMPL_warning_count=32
export IMPL_post_dp_cell_area_sq_um=1300
export IMPL_core_sq_um=3690
export IMPL_routed_wl_um=2620
export IMPL_rsz0062_at_grt="false"
## per-stage QoR
step | cells | hold slack, ns
floorplan | 112 | 1.49
global placement | 205 | 2.49
detailed placement | 205 | 2.50
CTS | 205 | 2.51
global route | 206 | 2.21
finish | 206 | 2.18
## cell families after synthesis
logic type      share of synthesized area, %
xor+xnor                                2.11
fa+ha+maj                               14.5
compound gates                          35.0
buf+inv                                 7.09
mux                                     12.2
simple gates                            29.1
## per-layer routing
| layer | part of all wire [%] | up-vias | wire (um) | track usage [%] |
|---|---|---|---|---|
| met1 | 49 | 477 | 1280 | 11.6 |
| met3 | 7.2 | 0 | 189 | 1.21 |
| li1 | - | 535 | - | - |
| met4 | 0 | 0 | 0 | 0 |
| met5 | 0 | - | 0 | 0 |
| met2 | 44 | 22 | 1160 | 12.1 |
## where the power goes
part	switching (W)	total [W]	internal, W
Combinational	0.0000773	0.000186	0.000109
Sequential	0	0	0
Clock	0	0	0
Total	0.0000773	0.000186	0.000109
## repair_timing
action                     4_1_cts  5_1_grt
hold buffers                     0        0
pin swaps                        1        7
gates cloned                     0        0
setup buffers                    0        1
resized                          2       14
setup endpoints to repair        2        6
## placed cells by master, fill, tap and decap left out, types with 4 or more instances in the layout
master,instances
ha_1,6
o21ai_1,5
nand3_1,4
dlymetal6s2s_1,5
mux2i_1,9
a211oi_1,4
nor3b_1,7
clkdlybuf4s50_1,23
nand2_1,15
o21ai_0,4
a21oi_1,6
buf_4,26
## area by class of cell
type                       count  area, sq um
timing repair buffer          54          488
tap                           48         60.1
inverter                       1         3.75
multi-input combinational    103          811
fill                         389         2330
## final timing paths
kind,endpoint,slack [ns],cells after the start
worst max-delay path,alu_out[5],0.14,7
worst min-delay path,a_is_zero,2.18,5
## synthesized netlist by cell type, drive strengths merged
master	instances	share of area, %
a2111o	1	1.4
a2111oi	1	1.1
a211o	1	1.1
a211oi	6	5.4
a21o	2	1.8
a21oi	6	3.6
a311o	2	2.4
a311oi	2	2.1
buf	5	5.3
clkbuf	3	1.4
fa	1	2.4
ha	8	12
inv	1	0.45
mux2	1	1.4
mux2i	9	11
nand2	15	6.8
nand2b	3	2.3
nand3	4	2.4
nand3b	1	0.91
nand4	1	0.75
nor2	2	0.91
nor2b	3	2.3
nor3b	7	6.3
nor4b	2	3.6
o211a	3	3.6
o211ai	3	2.7
o21a	1	0.91
o21ai	9	5.4
o21bai	1	0.91
o22a	1	1.1
o22ai	2	1.5
or3b	1	1.1
or4	2	1.8
xor2	2	2.1
## tightest hold or removal path, stage by stage
cell and delay (ns):
dlymetal6s2s_1 0.11, buf_4 0.13, or4_1 0.10, nor2_1 0.04, clkdlybuf4s50_1 0.40
Power is estimated from default activity; no workload was simulated.
