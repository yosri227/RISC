===== /design/flow/config.mk =====
export PLATFORM = sky130hd
export DESIGN_NAME = memory
export DESIGN_NICKNAME = memory
export VERILOG_FILES = /design/flow/design.v
export SDC_FILE = /design/flow/constraint.sdc
export NUM_CORES = 4
export LEC_CHECK = 1
export CORE_UTILIZATION = 40

===== /design/flow/constraint.sdc =====
current_design memory

set clk_period 4.7
set clk_io_pct 0.2

create_clock -name clk0 -period $clk_period [get_ports {clk}]

set non_clock_inputs [all_inputs -no_clocks]
set_input_delay [expr $clk_period * $clk_io_pct] -clock clk0 $non_clock_inputs
set_output_delay [expr $clk_period * $clk_io_pct] -clock clk0 [all_outputs]

===== /design/flow/design.v =====
module memory 
#(
   parameter AWIDTH=5 ,
   parameter DWIDTH=8
)
(
 input wire clk,
 input wire  wr,
 input wire  rd,
 input wire [AWIDTH-1:0] addr,
 inout wire [DWIDTH-1:0] data 
);
reg [DWIDTH-1:0] array [0:2**AWIDTH-1];
always @(posedge clk )
    if (wr)
    array[addr]<= data;
  assign  data =rd ? array[addr] :'bz;
endmodule

===== /design/flow/run.sh =====
#!/bin/bash
# OpenROAD 26Q1-2900-gdf79404cd8, Yosys 0.63+post, stock flow scripts
make -C /OpenROAD-flow-scripts/flow DESIGN_CONFIG=/design/flow/config.mk WORK_HOME=/design/flow/orfs finish

==> impl_metrics.toml <==
# yosys + openroad results
[placement]
portBuffers = 6
dpl.hpwl_um = 12480
routabilityCongestion = 0.8443
place_area_sq_um = 10570

[clock_network]
cts_max_level = 1
cts_hold_buf = 0
cts_buffers = 26
cts_sinks = 256
post_cts_resized = 0
clockBufferDepth = 3
post_cts_buffers = 0
cts_root_buffer = "clkbuf_16"

[yosys]
synthTopLogicFamily = "multiplexers"
synth_seq_share_pct = 76.52
syn_avg_cell_area_sq_um = 17.69
synth-simple-area-share_pct = 4.932
mux_share_pct = 12.75
ys.flop_type = "edfxtp_1"
ys.flops = 256
yosys.area.top_type = "edfxtp_1"
ys_warn_count = 2
edf_count = 256
yosysCellCount = 568
xor_area_share_pct = 0
top_cells_by_area = "edfxtp_1, mux2i_1, o22ai_1"
synth_top_area_share_pct = 76.52
async_reset_ff_share_pct = 0
synthAdderAreaFrac_pct = 0
ys_types = 23
syn_area_sq_um = 10050
ys_sh_aoi_pct = 4.048
synthCells = 568
ys_chip_area_sq_um = 10050

[outcome]
error = "[error] [KeplerFormal.cpp:679] Workflow failed: Iso has multiple drivers: .data0, _541_.Y0"
lastStage = "4_1_cts"
status = "did not finish"

[die]
io_pins = 16
fp-utilization_pct = 41.07
num_rows = 57
die_h_um = 160.5
die_w_um = 160.5
-- cells in the mapped netlist (3+ instances only) --
library cell and count:
nand4bb_1 5, nand2_1 10, nor2_1 29, mux2i_1 128
or4b_1 4, o22ai_1 63, clkbuf_1 8, nand3b_1 4
edfxtp_1 256, nand4b_1 4, or3b_2 3, nor3_1 4
nor4_1 16, buf_2 22
-- stage by stage --
| step | setup WS, ns | instances |
|---|---|---|
| floorplan | 1.323 | 568 |
| global placement | 0.4947 | 890 |
| detailed placement | 0.4066 | 890 |
-- kinds of logic after synthesis --
family / after synthesis
flops: 256
mux: 128
compound gates: 64
buf+inv: 35
simple gates: 85
